`design/flow/run.sh`:
```
#!/bin/bash
# OpenROAD 26Q1-2900-gdf79404cd8, Yosys 0.63+post, stock flow scripts
make -C /OpenROAD-flow-scripts/flow DESIGN_CONFIG=/design/flow/config.mk WORK_HOME=/design/flow/orfs finish
```
`design/flow/config.mk`:
```
export PLATFORM = sky130hd
export DESIGN_NAME = sychronizedcounter
export DESIGN_NICKNAME = sychronizedcounter
export VERILOG_FILES = /design/flow/design.v
export SDC_FILE = /design/flow/constraint.sdc
export NUM_CORES = 4
export LEC_CHECK = 1
export CORE_AREA = 10 10 70 70
export DIE_AREA = 0 0 80 80
```
`design/flow/constraint.sdc`:
```
current_design sychronizedcounter

set clk_period 1.7
set clk_io_pct 0.2

create_clock -name clk0 -period $clk_period [get_ports {clk}]

set non_clock_inputs [all_inputs -no_clocks]
set_input_delay [expr $clk_period * $clk_io_pct] -clock clk0 $non_clock_inputs
set_output_delay [expr $clk_period * $clk_io_pct] -clock clk0 [all_outputs]
```
`design/flow/design.v`:
```
module T_FF (q, t, clk, reset);
    output q; 
    input t, clk, reset;
    reg q;
    always @ (posedge reset or negedge clk) 
    if (reset)
        #1 q <= 1'b0; 
    else if (t == 1) 
        #2 q <= ~q;
endmodule
module fourbitripplecounter(q, d, clk, reset);
    output [3:0] q;
    input clk, reset, d;
    T_FF tff0(q[0], d, clk, reset);
    T_FF tff1(q[1], d, q[0], reset);
    T_FF tff2(q[2], d, q[1], reset);
    T_FF tff3(q[3], d, q[2], reset);
endmodule
module sychronizedcounter(q, clk, reset);
    output wire[3:0]q;
    input clk, reset;
    assign t1 = q[0];
    and and1(t2, t1, q[1]);
    and and2(t3, t2, q[2]);
    T_FF tff0(q[0], 1'b1, clk, reset);
    T_FF tff1(q[1], t1, clk, reset);
    T_FF tff2(q[2], t2, clk, reset);
    T_FF tff3(q[3], t3, clk, reset);
endmodule
```
==> run notes <==
Summary of implementation figures.

CTS
TritonCTS built the clock tree. CTS saw 4 sinks. The clock latency on the worst-skew pair is 0.25 ns.

The maximum buffer depth of the clock tree is 2. The post-cts hold buffer count is 0. The clock root buffer is sky130_fd_sc_hd__clkbuf_4. The number of CTS-inserted buffers is 3.

Looking at the clock tree report, the H-tree level count equals 1. The clock-pin slew reported for the worst setup and hold paths after clock tree synthesis is 0.03 ns.

Worst setup path
Grouping stages by cell kind, the critical path spends the most delay in flip-flops. The report lists the cells along the critical path as buf_2. The type of the setup path with the least slack is reg2out. Looking at the critical path, the single cell with the biggest stage delay is sky130_fd_sc_hd__dfrtn_1. Among all stages on the critical path, the maximum delay recorded is 0.39 ns. The logic depth of the worst setup path including buffers is 1. Per the post-run analysis, buffers plus inverters along the critical path come to 1. The data arrival time of the critical path is 1.59 ns.

The worst reg2reg path depth is 3. The data required time of the critical path is 1.36 ns. STA classifies the critical path startpoint as a register. The critical path endpoint category is a primary output. The highest net fanout along the worst path is 2.

Floorplan
Before placement the cells fill 5.20% of the core. Per the OpenROAD floorplan log, the width of the die is 80 um. The floorplan die height is 80 um.

The core region is 3420 um^2. 6 I/O pins were placed. The chip occupies 6400 um^2.

For reference, the placement row count at floorplan is 21.

Logic synthesis
In the Yosys report, the sequential cells make up 56.3% of the chip area. The flip-flop and latch count after synthesis is 4. The total number of yosys warnings is 4. Synthesis instantiated 7 different standard cells from the library. The number of standard cells reported by yosys is 15. The synthesized instance count is 15. The mapped netlist covers 178 um^2. A synthesized cell averages 11.8 um^2. The area recorded from the Yosys report for this design is 178 um^2.

GRT
Entering global routing, the biggest net connects 5 pins. The wire length of the first global-routing pass is 696 um. Summed over all routing layers, the global router reports a total usage of 1.55%. The number of antenna violations at the first check in global routing was 0. The number of global-route vias before repair is 141. The global-route congestion overflow total is 0.

Power and ir drop
Power spread over the standard cell area amounts to 733 nW/um^2. The worst supply voltage drop on vdd is 137 uV. The overall power of the completed layout is 217 uW. The static leakage is 0.144 nW.

Job
The number of violations of the max-capacitance limit is 0. The number of warnings in the stage logs is 28.

Place
The instance count after placement with tap cells included is 66. The number of input and output port buffers inserted is 5. The weighted congestion at the end of routability-driven global placement is 0.737. The HPWL after detailed placement is 282 um.

Status
The checks that failed: negative setup slack. The flow ran to the end, but the final reports show violations.

Timing
Setup repair after global routing could not meet its margin everywhere. The worst-case setup margin in the final layout is -0.234 ns. The actual transition at the worst max-transition pin is 0.155 ns. The count of endpoints failing setup in the final report is 4. The final timing report lists a hold violation count of 0. The tightest slew margin relative to the limit is 89.7%. The largest clock skew in the final design is 0.00431 ns.

The worst-case hold slack is 0.452 ns. The final max-slew violation count is 0.

Route
The wire length reported by the detailed router is 371 um. The detailed router finished its first iteration with 0 violations. The remaining antenna violation count is 0. The number of diodes is 0.

Summing over every cut layer, the via total after detailed routing is 120. The DRC violation total left in the routed layout is recorded as 0. The average wire per cell in the routed design is 5.30 um. The iteration count recorded for the first detailed-route pass is 1. The post-detailed-route via-to-cell ratio is 1.71.

Layout
The count of non-filler cells in the finished layout is 70. In the final layout, the share of cells above drive strength 1 is 54.2%. The area overhead of the layout relative to synthesis is 66.2%.

Min path
The classification of the worst-slack hold path is reg2reg. The worst hold path passes through 2 cells.
## stage by stage
step                      util, %  setup TNS [ns]  setup slack [ns]  cell area [um^2]
final                        8.64          -0.915            -0.234               295
after global routing         8.64           -1.09            -0.289               295
after CTS                    8.42          -0.964            -0.250               288
after detailed placement     8.35           -1.41            -0.366               285
after global placement       8.35           -1.40            -0.358               285
after floorplan                 -          -0.125           -0.0622               178
## state kept, by name (all words and copies together), names as in the netlist
register	cells
tff1.q	1
tff3.q	1
tff2.q	1
tff0.q	1
## logic make-up after synthesis
family | synth area share [%]
xor gates and xnor gates | 14.8
DFF | 56.3
buffers and inverters | 21.1
and+or+nand+nor | 7.74
## timing repair
action | in CTS | in global routing
endpoints found under the setup margin | 4 | 4
resized | 12 | 0
endpoints found under the hold margin | 0 | 0
buffers inserted | 0 | 1
## layer usage
metal	vias up	track usage, %	part of all wire [%]
met5	-	0	0
met4	0	0.352	0
met3	0	2.73	27
met2	9	1.20	27
met1	53	1.74	46
li1	58	-	-
## cell type report
type	instances	area [um^2]
fillers	407	3120
flip-flops and latches	4	100
repair buffers	10	67.6
well taps	46	57.6
multi-input cells	5	40.0
clock buffers	3	22.5
inverters	2	7.51
## cells in the mapped netlist
cell type	instances	share of area (%)
sky130_fd_sc_hd__xor2_1	1	4.9
sky130_fd_sc_hd__buf_4	4	17
sky130_fd_sc_hd__xnor2_1	2	9.9
sky130_fd_sc_hd__dfrtn_1	4	56
sky130_fd_sc_hd__nand3_2	1	5.6
sky130_fd_sc_hd__nand2_1	1	2.1
sky130_fd_sc_hd__inv_1	2	4.2
## final timing paths
check                       start  slack [ns]     end
max reg2reg                tff0.q        0.82  tff3.q
min in group asynchronous   reset        1.02  tff3.q
min                        tff0.q        0.45  tff0.q
min reg2reg                tff0.q        0.45  tff0.q
max in group asynchronous   reset        0.49  tff1.q
max                        tff3.q       -0.23    q[3]
## placed cells by master, fill, tap and decap left out
| master | n |
|---|---|
| sky130_fd_sc_hd__xnor2_1 | 2 |
| sky130_fd_sc_hd__nand2_1 | 1 |
| sky130_fd_sc_hd__xor2_1 | 1 |
| sky130_fd_sc_hd__dfrtn_1 | 4 |
| sky130_fd_sc_hd__inv_1 | 2 |
| sky130_fd_sc_hd__buf_2 | 4 |
| sky130_fd_sc_hd__clkbuf_4 | 3 |
| sky130_fd_sc_hd__clkdlybuf4s50_1 | 1 |
| sky130_fd_sc_hd__nand3_2 | 1 |
| sky130_fd_sc_hd__buf_4 | 5 |
## where the power goes
| part | switching [mW] | leakage [nW] | internal [mW] |
|---|---|---|---|
| clock network | 0.0372 | 0.0138 | 0.0788 |
| registers | 0 | 0.0566 | 0.0963 |
| logic | 0.00205 | 0.0738 | 0.00216 |
| total | 0.0393 | 0.144 | 0.177 |
Power figures rest on the tool's default switching activity, not on a simulated workload.
