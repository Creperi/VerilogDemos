File: flow/run.sh
#!/bin/bash
# OpenROAD 26Q1-2900-gdf79404cd8, Yosys 0.63+post, stock flow scripts
make -C /OpenROAD-flow-scripts/flow DESIGN_CONFIG=/design/flow/config.mk WORK_HOME=/design/flow/orfs finish
File: flow/config.mk
export PLATFORM = sky130hd
export DESIGN_NAME = add8
export DESIGN_NICKNAME = add8
export VERILOG_FILES = /design/flow/design.v
export SDC_FILE = /design/flow/constraint.sdc
export NUM_CORES = 4
export LEC_CHECK = 1
export CORE_AREA = 10 10 70 70
export DIE_AREA = 0 0 80 80
File: flow/constraint.sdc
current_design add8

set clk_period 2.6
set clk_io_pct 0.2

create_clock -name clk0 -period $clk_period

set non_clock_inputs [all_inputs -no_clocks]
set_input_delay [expr $clk_period * $clk_io_pct] -clock clk0 $non_clock_inputs
set_output_delay [expr $clk_period * $clk_io_pct] -clock clk0 [all_outputs]
File: flow/design.v
module add8(S, A, B, C);
output [7:0] S;
wire Cout;
input [7:0] A, B;
input C;
FABehavioral F1(Cout1, S[0], A[0], B[0], C);
FABehavioral F2(Cout2, S[1], A[1], B[1], Cout1);
FABehavioral F3(Cout3, S[2], A[2], B[2], Cout2);
FABehavioral F4(Cout4, S[3], A[3], B[3], Cout3);
FABehavioral F5(Cout5, S[4], A[4], B[4], Cout4);
FABehavioral F6(Cout6, S[5], A[5], B[5], Cout5);
FABehavioral F7(Cout7, S[6], A[6], B[6], Cout6);
FABehavioral F8(Cout, S[7], A[7], B[7], Cout7);
endmodule
module FABehavioral(Cout, S, A, B, Cin);
output Cout, S;
input A, B, Cin;
wire w1, w2, w3;
assign w1 = A & B;
assign w2 = B & Cin;
assign w3 = A & Cin;
assign S = A ^ B ^ Cin;
assign Cout = w1 | w2 | w3;
endmodule
module test_my;
reg [2:0] in; 
wire S, Cout;
FABehavioral FAB (Cout, S, in[0], in[1], in[2]);  
initial
in = 3'b000; 
always
#10 in = in + 1; 
endmodule
==> flow_summary_export.csv <==
group,metric,value,unit
place,postPlaceCellArea,526,um^2
min_path,holdPathEnd,"S[0]",
global_route,grt_max_degree,2,
sta,fin_ws,-1.18,ns
critical_path,critPathLaunchType,"primary input",
place,gp_congestion,0.803,
yosys,syn_inst,21,
critical_path,cp_max_fo,1,
sta,finalHoldViolCount,0,
drt,drtIter0Drc,0,
critical_path,cp.arrival,3.26,ns
final_layout,fin_area,504,um^2
final_layout,layout_top_cell,"clkdlybuf4s50_1",
min_path,hp-class,"in -> out",
drt,antenna_cells,0,
yosys,ys_cells,21,
final_layout,most-common-layout-cells,"clkdlybuf4s50_1, fa_2, buf_2",
outcome,violations,"negative setup slack",
critical_path,worstSetupEndpointType,"output port",
outcome,status,"complete, but fails checks",
global_route,grt_overflow,0,
yosys,syn_avg_cell_area,11.6,um^2
sta,worst_pin_slew,0.105,ns
global_route,first_global_vias,214,
sta,fin_crit_sh,1.45,
final_layout,nClkBuffers,0,
place,dp_hpwl,704,um
yosys,yosysSeqAreaShare,0,
clock_tree,cts.hold.buffers_added,0,
sta,fin_crit,3.78,ns
final_layout,syn_to_final_growth,108,%
drt,num_vias,191,
drt,drt-pass1-iter-count,1,
yosys,synthesis.area,243,um^2
final_layout,seq_cells,0,
floorplanning,die_y,80,um
place,numPortBuffers,25,
power,p_per_area,182,nW/um^2
drt,routed_wl,708,um
place,dp_slack,-2.05,ns
critical_path,critPathKind,"in -> out",
yosys,synth_cell_types,4,
yosys,yosys_area,243,um^2
power,p_total,0.0916,mW
drt,wl_per_cell,8.43,um
global_route,grt_pass1_wl,1040,um
drt,drc,0,
yosys,ys_warn_count,7,
global_route,grt_usage,0.0205,
critical_path,critPathRequiredTime,2.08,ns
sta,setup_violations,5,
job,maxCapViolCount,0,
yosys,synthTopCellsByArea,"fa_1, buf_4, xor3_1",
floorplanning,rows,21,
min_path,min-delay-start,"C",
floorplanning,dieWidth,80,um
min_path,holdPathStages,5,
sta,max_freq,265,MHz
drt,ant_nets,0,
drt,avgViaCountPerCell,2.27,
final_layout,layout-drive-gt1-share,0.500,
global_route,antenna_found_initial,0,
yosys,yosysTopAreaCell,"fa_1",
yosys,synth_top_area_share,0.577,
sta,final.setup.tns,-3.81,ns
power,ir_worst_vdd,62.1,uV
floorplanning,initCoreUtil,0.0711,
sta,slew_headroom,0.930,
power,leakagePower,0.196,nW
sta,rsz0062_at_grt,"true",
job,warnings,35,
final_layout,utilization,0.148,
floorplanning,die_area,6400,um^2
final_layout,final-seq-area,0,um^2
sta,slew_viol_final,0,
floorplanning,ioPinCount,25,
floorplanning,core_area,3420,um^2
==> Yosys cell counts <==
| master | n |
|---|---|
| buf_4 | 8 |
| fa_1 | 7 |
| inv_1 | 5 |
| xor3_1 | 1 |
==> layer usage <==
layer | global-route usage | vias up | share of wire
met2 | 0.0161 | 25 | 0.22
met3 | 0.0227 | 0 | 0.32
met4 | 0 | 0 | 0
li1 | - | 85 | -
met1 | 0.0324 | 81 | 0.46
met5 | 0 | - | 0
==> power by group <==
group / leakage [nW] / switching [mW] / internal [mW]
clock: 0 / 0 / 0
combinational: 0.196 / 0.0286 / 0.0630
sequential: 0 / 0 / 0
total: 0.196 / 0.0286 / 0.0630
==> cell families (layout without fill, tap and decap cells) <==
family	count (synthesis)	count (layout)	synth area share
xor gates and xnor gates	1	1	0.0979
buffers and inverters	13	30	0.325
adders and majority gates	7	7	0.577
==> worst max path at each step <==
stage         cells past startpoint  from    to
finish                           12  A[0]  S[7]
global route                     12  A[0]  S[7]
CTS                              12  A[0]  S[7]
==> critical path, stage by stage <==
cell	delay (ns)
buf_8	0.11
inv_12	0.04
fa_2	0.18
inv_2	0.04
fa_2	0.33
fa_2	0.38
fa_2	0.34
fa_2	0.34
fa_2	0.34
fa_2	0.34
xor3_1	0.17
buf_2	0.12
==> stage by stage <==
step | std cells | hold WS (ns)
6_report | 84 | 1.78
5_1_grt | 84 | 1.81
3_3_place_gp | 84 | 2.13
3_5_place_dp | 84 | 2.12
2_1_floorplan | 21 | 1.29
4_1_cts | 84 | 1.73
==> area by class of cell <==
type,instances,area [um^2]
well taps,46,57.6
fillers,388,2910
multi-input cells,8,181
inverters,5,36.3
repair buffers,25,229
==> repair_timing <==
action | 4_1_cts | 5_1_grt
endpoints found under the setup margin | 8 | 5
pin swaps | 8 | 8
resized | 35 | 0
buffers inserted | 0 | 0
Power and IR drop assume default switching activity.
